===== flow/design.v =====
module VendingMoore (
  					clk, 
  					reset, 
 					coin,
  					empty,
 					quarter,
					fifty,
					seventyfive,
					dollar,
					dispense,
					error);
  input logic clk;  
  input logic reset;  
  input logic  [2:0] coin; 
  output logic empty;
  output logic quarter;
  output logic fifty;
  output logic seventyfive;
  output logic dollar;
  output logic dispense;
  output logic error;
  parameter [2:0] Zero			= 5'b000;
  parameter [2:0] Quarter  		= 5'b001;
  parameter [2:0] Fifty	  		= 5'b010;
  parameter [2:0] Dollar 		= 5'b100;
  enum {E_BIT = 0,
        Q_BIT = 1,
        F_BIT = 2,
        S_BIT = 3,
        D_BIT = 4,
       	DIS_BIT =5 } state_bit;
  typedef enum logic [5:0] {  
    EMPTY = 		6'b00001 << E_BIT,  
    QUARTER = 		6'b00001 << Q_BIT,  
    FIFTY = 		6'b00001 << F_BIT,
    SEVENTYFIVE = 	6'b00001 << S_BIT,
    DOLLAR =		6'b00001 << D_BIT,
  DISPENSE =		6'b00001 << DIS_BIT } states_t;
  states_t current_state, next_state;
  always_ff @(posedge clk, posedge reset)
    if (reset) current_state <= EMPTY;  
	else 	   current_state <= next_state; 
  always_comb begin: set_next_state
   	next_state = EMPTY;  
    error = 0;
    unique case (1)
      current_state[E_BIT] : case (coin)  
       Zero			: next_state = EMPTY;  
       Quarter		: next_state = QUARTER;  
       Fifty		: next_state = FIFTY; 
       Dollar		: next_state = DOLLAR; 
       default		: next_state = EMPTY; 
      endcase
      current_state[Q_BIT]: case (coin)  
      Quarter  		: next_state = FIFTY;
      Fifty			: next_state = SEVENTYFIVE;
      Dollar		: next_state = DISPENSE;
      default 		: next_state = QUARTER;
    endcase
      current_state[F_BIT]: case (coin)  
      Quarter		: next_state = SEVENTYFIVE;  
      Fifty			: next_state = DOLLAR; 
      Dollar		: begin next_state = FIFTY; error = 1;  end
      default		: next_state = FIFTY; 
    endcase
      current_state[S_BIT]: case (coin)
        Quarter		: next_state = DOLLAR;  
        Fifty		: next_state = DISPENSE;  
        Dollar		: begin next_state = SEVENTYFIVE; error = 1; end
        default		: next_state = SEVENTYFIVE;
      endcase
      current_state[D_BIT]: case (coin)  
      Quarter		: next_state = DISPENSE; 
      Fifty			: begin next_state = DOLLAR; error = 1; end
      Dollar		: begin next_state = DOLLAR; error = 1; end
     default		: next_state = DOLLAR; 
    endcase
      current_state[DIS_BIT]: case (coin)  
        Zero		: next_state = EMPTY;  
        Quarter		: next_state = QUARTER;  
        Fifty		: next_state = FIFTY;  
        Dollar		: next_state = DOLLAR;  
      default		: next_state = DISPENSE;  
      endcase
    endcase      
  end: set_next_state
  always_comb begin: set_outputs
    {empty, quarter,fifty,seventyfive,dollar,dispense} = 0;
    unique case (current_state)
    EMPTY		:	empty 		= 1'b1;
    QUARTER		: 	quarter 	= 1'b1;
    FIFTY  		:	fifty		= 1'b1;
    SEVENTYFIVE		:	seventyfive     = 1'b1;
    DOLLAR		:	dollar		= 1'b1;
    DISPENSE		:       dispense	= 1'b1;
    endcase
  end: set_outputs
endmodule

===== flow/run.sh =====
#!/bin/bash
# OpenROAD 26Q1-2900-gdf79404cd8, Yosys 0.63+post, stock flow scripts
make -C /OpenROAD-flow-scripts/flow DESIGN_CONFIG=/design/flow/config.mk WORK_HOME=/design/flow/orfs finish

===== flow/config.mk =====
export PLATFORM = sky130hd
export DESIGN_NAME = VendingMoore
export DESIGN_NICKNAME = VendingMoore
export VERILOG_FILES = /design/flow/design.v
export SDC_FILE = /design/flow/constraint.sdc
export NUM_CORES = 4
export LEC_CHECK = 1
export CORE_AREA = 10 10 70 70
export DIE_AREA = 0 0 80 80

===== flow/constraint.sdc =====
current_design VendingMoore

set clk_period 1.7
set clk_io_pct 0.2

create_clock -name clk0 -period $clk_period [get_ports {clk}]

set non_clock_inputs [all_inputs -no_clocks]
set_input_delay [expr $clk_period * $clk_io_pct] -clock clk0 $non_clock_inputs
set_output_delay [expr $clk_period * $clk_io_pct] -clock clk0 [all_outputs]

==> flow_metrics.env <==
# flow metrics
export IMPL_grt_max_degree=12
export IMPL_p_clk_share_pct=14.2
export IMPL_slew_viol_final=0
export IMPL_boundaryPins=12
export IMPL_die_h_um=80
export IMPL_cap_violations=0
export IMPL_fmax_mhz=502.7
export IMPL_top_area_cell="dfrtp_1"
export IMPL_final_cells=160
export IMPL_grt_setup_unrepaired="true"
export IMPL_dr_first_iter_drc_count=11
export IMPL_ys_cells=79
export IMPL_warnings=27
export IMPL_io_buffers=11
export IMPL_clockRootBuffer="clkbuf_4"
export IMPL_chipWidth_um=80
export IMPL_outcome="complete, but fails checks"
export IMPL_ir_worst_vdd_uv=251.3
export IMPL_gr_total_overflow=0
export IMPL_routedWlPerCell_um=13.16
export IMPL_cp_required_ns=1.36
export IMPL_grt_pass1_vias=733
export IMPL_startpoint_type="flip-flop"
export IMPL_p_int_uw=616.2
export IMPL_endpoint_kind="primary output"
export IMPL_totalWireLength_mm=2.106
export IMPL_clockBufferDepth=2
export IMPL_placementRows=21
export IMPL_cts_buffers=3
export IMPL_hold_buffers=0
export IMPL_arrival_ns=1.65
export IMPL_gp_congestion=0.8645
export IMPL_syn_to_final_growth_pct=82.19
export IMPL_rr_worst_depth=6
export IMPL_drc=0
export IMPL_ant_nets=0
export IMPL_violations="negative setup slack"
export IMPL_ys_warn_count=1
export IMPL_largest_register_ffs=6
export IMPL_yosys_cell_types_count=33
export IMPL_clkSinkCount=6
export IMPL_worst_slew_pin_slew_ns=0.3692
export IMPL_placed_area_um2=894.6
export IMPL_syn_area_um2=639.4
export IMPL_antenna_found_initial=0
export IMPL_slew_headroom_pct=75.16
export IMPL_switching_share_pct=39.16
export IMPL_crit_fanout=7
export IMPL_hold_violations=0
export IMPL_placed_cells=144
export IMPL_fp_util_pct=18.72
export IMPL_clkTransAtPathRegs_ns=0.05
export IMPL_clock_latency_ns=0.25
export IMPL_setup_viol=6
export IMPL_antennaDiodeCount=0
export IMPL_die_area_um2=6400
export IMPL_period_used_pct=117.0
export IMPL_cts_htree_levels=1
export IMPL_p_seq_share_pct=18.9
export IMPL_track_usage_pct=6.019
export IMPL_layout_top_cell="buf_4"
export IMPL_reg_largest_list="current_state x6"
export IMPL_largest_register="current_state"
export IMPL_finClkSkew_ns=0.01426
export IMPL_r2r_start="current_state[4]"
export IMPL_final_cell_mix="23 x buf_4, 7 x nor4_2, 7 x buf_6, 6 x nor2_1, 6 x buf_2"
export IMPL_yosys_area_um2=639.4
export IMPL_avgSynthCellArea_um2=8.093
export IMPL_drt_vias_per_instance=4.600
export IMPL_yosys_area_top_type_share_pct=19.57
export IMPL_min_path_type="in2async"
export IMPL_syn_inst=79
export IMPL_r2r_end="current_state[4]"
export IMPL_leakagePower_uw=0.0004586
export IMPL_grt_pass1_wl_mm=3.256
export IMPL_firstDrtPassIters=4
export IMPL_hold_worst_slack_ns=0.2982
export IMPL_worst_slack_ns=-0.2892
export IMPL_dp_hpwl_mm=1.283
export IMPL_period_minus_slack_ns=1.989
export IMPL_drive_above_1_share_pct=56.14
export IMPL_cellPowerDensity_nw_per_um2=869.5
export IMPL_core_um2=3416
export IMPL_switchingPower_uw=396.6
export IMPL_numSynthFlops=6
export IMPL_worst_setup_path_type="reg2out"
export IMPL_final_cell_area_um2=1165
export IMPL_ys_top_cells_by_area="dfrtp_1 20%, nor4_1 11%, nand2b_1 5.9%"
export IMPL_cts_tree="built"
export IMPL_ys_seq_share_pct=23.68
export IMPL_power_frac_comb_pct=66.9
export IMPL_r2r_slack_ns=0.27
export IMPL_vias=736
[per-layer routing]
metal	part of all wire, %	up-vias	wire length, um	GRT usage, %
li1	-	369	-	-
met1	39	334	815	6.850
met3	9.1	6	191	2.386
met2	50	27	1047	10.43
met4	2.4	0	51	1.056
met5	0	-	0	0
[logic make-up (layout without fill, tap and decap cells)]
| kind of cell | count (synthesis) | after routing | share of synthesized area, % |
|---|---|---|---|
| simple gates | 40 | 40 | 41.29 |
| compound gates | 16 | 16 | 18.20 |
| buf+inv | 13 | 48 | 11.15 |
| flops | 6 | 6 | 23.68 |
| xor+xnor | 3 | 3 | 4.110 |
| fa+ha+maj | 1 | 1 | 1.566 |
[synth_stat cells (all sizes together)]
library cell  count
nand2             3
or4               1
o211a             1
a31oi             2
a2bb2oi           1
xnor2             3
a211oi            2
nand2b            6
clkbuf            3
a21o              1
a32oi             1
dfstp             1
o21ai             3
nor4bb            2
or2               2
nand3b            2
o211ai            4
nor3              2
buf               7
inv               3
nand3             1
maj3              1
nor4             12
o22a              1
nor2              6
nor4b             3
dfrtp             5
[cell type report]
class	count	area [um^2]
Clock buffer	4	26.28
Fill cell	345	2251
Inverter	3	11.26
Multi-Input combinational cell	60	576.8
Sequential cell	6	152.6
Tap cell	46	57.56
Timing Repair Buffer	41	340.3
[per-stage QoR]
stage          worst slack [ns]  TNS, ns  total power [uW]  utilization [%]
4_1_cts                 -0.2374   -1.064             931.2            32.20
2_1_floorplan            0.1377        0             453.7                -
3_3_place_gp            -0.3123   -2.042             647.4            26.19
3_5_place_dp            -0.3315   -2.213             653.9            26.19
6_report                -0.2892   -1.209              1013            34.10
5_1_grt                 -0.3276   -1.610              1083            34.10
[worst max-delay path by stage]
stage	startpoint	to	slack [ns]	cells after the start
CTS	current_state[1]	dollar	-0.24	6
finish	current_state[0]	empty	-0.29	5
global route	current_state[2]	dollar	-0.33	5
[worst max-delay path, cell delays in order, from the launching register on]
cell and delay [ns]:
dfstp_2 0.56, buf_12 0.13, nor4b_4 0.04, buf_4 0.15, nor4_2 0.36, buf_2 0.17
[power by group through the flow]
stage | Clock (uW) | Combinational [uW] | Sequential [uW]
CTS | 148 | 593 | 190
global route | 161 | 725 | 197
finish | 144 | 678 | 192
[repair_timing]
item                                    CTS  global route
setup buffers                            11             1
pin swaps                                 9             6
resized                                  48            11
endpoints found under the setup margin    7             7
Power and IR drop assume default switching activity.
