### flow/run.sh
#!/bin/bash
# OpenROAD 26Q1-2900-gdf79404cd8, Yosys 0.63+post, stock flow scripts
make -C /OpenROAD-flow-scripts/flow DESIGN_CONFIG=/design/flow/config.mk WORK_HOME=/design/flow/orfs finish
### flow/constraint.sdc
current_design P3P1_Grey_Adder

set clk_period 3.9
set clk_io_pct 0.2

create_clock -name clk0 -period $clk_period

set non_clock_inputs [all_inputs -no_clocks]
set_input_delay [expr $clk_period * $clk_io_pct] -clock clk0 $non_clock_inputs
set_output_delay [expr $clk_period * $clk_io_pct] -clock clk0 [all_outputs]
### flow/design.v
`timescale 1ns/1ns
module P1P4_BTG #(parameter n = 8) (input logic [n-1:0] in, input sel, output logic [n-1:0] out);  
 int i;
  int j;
   always_comb begin
     if (sel) begin  
        out[n-1] = in[n-1];  
        for(i = n-2; i >= 0; i = i-1)begin  
        out[i] = in[i+1]^in[i];  
        end  
     end 
     else begin
       out[n-1] = in[n-1];
     for (j = n-2; j >= 0; j = j-1)begin
       if (in[j] == 0)
         out[j] = out[j+1];
         else
           out[j] = ~out[j+1];
     end  
     end  
  end 
endmodule
module P3P1_B_adder #(parameter n = 8) (input logic[n-1:0] A, input logic[n-1:0] B, output logic [n-1:0] S, output logic Cout);
  assign {Cout, S} = A + B;
endmodule
module P3P1_Grey_Adder (input logic [3:0] GA, input logic [3:0] GB, output logic [3:0] GS, output logic GCout);
  logic [3:0] S_Bin;  
  logic Cout_Bin;  
  logic [3:0] GA_Bin;  
  logic [3:0] GB_Bin;  
  P1P4_BTG #(.n(4)) GA_BTG(GA[3:0], 1'b0, GA_Bin[3:0]);  
  P1P4_BTG #(.n(4)) GB_BTG(GB[3:0], 1'b0, GB_Bin[3:0]);  
  P3P1_B_adder #(.n(4)) Adder1(GA_Bin[3:0], GB_Bin[3:0], S_Bin[3:0], Cout_Bin);
  P1P4_BTG #(.n(5)) GTB({Cout_Bin, S_Bin[3:0]}, 1'b1, {GCout,GS[3:0]});
endmodule
### flow/config.mk
export PLATFORM = sky130hd
export DESIGN_NAME = P3P1_Grey_Adder
export DESIGN_NICKNAME = P3P1_Grey_Adder
export VERILOG_FILES = /design/flow/design.v
export SDC_FILE = /design/flow/constraint.sdc
export NUM_CORES = 4
export LEC_CHECK = 1
export CORE_AREA = 10 10 70 70
export DIE_AREA = 0 0 80 80
export SYNTH_HDL_FRONTEND = slang
==> flow_summary.ini <==
; flow metrics
[outcome]
outcome = completed

[setup_path]
crit_arrival_ns = 2.99
cp_top_family = buffers and inverters
crit_top_cell = buf_4
cpPeakStageDelay_ns = 0.59
path_class = input pin to primary output
cp_max_fo = 2
path_cells = dlygate4sd2_1 -> xor2_2 -> xor2_2 -> buf_4 -> buf_4 -> buf_4 -> fa_2 -> xor2_1 -> clkdlybuf4s50_1
end_kind = primary output
critical-path-slowest-cell = fa_2
crit_required_ns = 3.12
crit_buf_inv = 5
startpoint_type = input pin

[floorplanning]
io_pins = 13
floorplanUtilization_pct = 6.45
core_area_sq_um = 3420
die_h_um = 80
die_w_um = 80
dieArea_sq_um = 6400
rows = 21

[final_timing]
hold_viol = 0
slew_headroom_pct = 85.9
fin_crit_sh_pct = 96.6
final.setup.worst_slack_ns = 0.134
period_needed_ns = 3.77
slew_viol_final = 0
fmax_ghz = 0.266
finalSetupViolations = 0
worstMarginPinSlew_ns = 0.211
rsz0062_at_grt = false

[layout]
ff_latch_area_sq_um = 0
stdcell_count = 94
nFillCells = 393
n_clock_buffer = 0
ff_count = 0
stdcell_area_sq_um = 539
layout.cells.most_common = buf_4
lay_top_cells = 11 x buf_4, 4 x xor2_2, 4 x xnor2_1, 4 x clkdlybuf4s50_1, 4 x dlygate4sd2_1
drive_gt1_share_pct = 45.8
areaGrowthSynthToFinish_pct = 145
logic_area_sq_um = 270

[global_route]
grt_max_degree = 5
antenna_found_initial = 0
use_met3_pct = 1.59
track_usage_pct = 2.18
grt_pass1_wl_um = 1160
grt_pass1_vias = 271
use_met2_pct = 3.13
globalRoute.totalOverflow = 0
grt-busiest-layer = met2
globalRouteMet1Util_pct = 2.72

[yosys]
synth.distinct_cells = 8
syn-mean-instance-area_sq_um = 9.18
yosys_cells = 24
yosysWarnings = 0
syn_area_sq_um = 220
ys_seq_share_pct = 0
ys_chip_area_sq_um = 220
synthCells = 24

[drt]
drtPass1Iterations = 2
viasPerCell = 2.59
vias = 243
drtIter0Drc = 1
wl_um = 708
insertedDiodeCount = 0
drtAntennaViolNets = 0
detail_route.wl_per_cell_um = 7.53
drc = 0

[placement]
gp_congestion = 0.757
placed_cell_area_sq_um = 453
dp_cells = 89
dpl.hpwl_um = 600
dp_slack_ns = -0.473
io_buffers = 13

[clock_tree]
holdBufCountCts = 0

[power_and_ir_drop]
pwr_density_cell_nw_per_um2 = 342
ir_worst_vdd_mv = 0.0657
p_leak_nw = 0.261

[run]
warnings = 32
drv_cap = 0

[worst_hold_path]
hp-class = input pin to primary output
[metal layers]
metal | routed length (um) | up-vias | share of wire [%]
met5 | 0 | - | 0
met4 | 0 | 0 | 0
met3 | 155 | 0 | 22
met2 | 274 | 11 | 39
met1 | 278 | 104 | 39
li1 | - | 128 | -
[cells by family (layout without fill, tap and decap cells)]
group | Yosys count | after routing | synth area share [%]
xor+xnor | 12 | 12 | 47.7
compound gates | 5 | 5 | 14.8
buf+inv | 0 | 24 | 0
simple gates | 2 | 2 | 5.68
fa+ha+maj | 5 | 5 | 31.8
[stage by stage]
step	TNS, ns	hold slack, ns	utilization (%)	power [mW]
2_1_floorplan	0	1.77	-	0.0710
3_3_place_gp	-1.81	2.74	13.3	0.174
3_5_place_dp	-1.86	2.74	13.3	0.175
4_1_cts	0	2.39	15.1	0.188
5_1_grt	0	2.15	15.8	0.209
6_report	0	2.07	15.8	0.185
[repair_timing]
item | CTS | global route
setup endpoints to repair | 5 | 2
setup buffers | 4 | 1
pin swaps | 10 | 2
resized | 17 | 6
[final timing paths]
path	from	to	cells past startpoint
worst min-delay path	GA[3]	GCout	4
worst max-delay path	GA[2]	GS[0]	9
[cell usage after synthesis]
master    number  area, sq um
a21o_1         3         22.5
a21oi_1        1         5.00
fa_1           1         20.0
ha_1           4         50.1
nand2b_1       2         12.5
o21ai_0        1         5.00
xnor2_1        5         43.8
xor2_1         7         61.3
[report_power, final]
| part | total [mW] | internal (mW) | switching [mW] |
|---|---|---|---|
| Clock | 0 | 0 | 0 |
| Sequential | 0 | 0 | 0 |
| Combinational | 0.185 | 0.125 | 0.0596 |
[layout make-up]
class                      instances  area share (%)
timing repair buffer              24            39.2
multi-input combinational         24            50.1
tap                               46            10.7
Power and IR drop assume default switching activity.
