==> flow/design.v <==
module P1P6_counter#(parameter n = 4)(input logic UP, input logic CLK, input logic RESET, output logic [n-1:0] out);
  always_ff @(posedge CLK) begin
    if (RESET)
      out <= 0;  
    else if (UP)  
      begin
        if (out < 2**n-1)
        out <= out + 1;
          else out <= out;  
      end
    else if (~UP)  
      begin
        if (out > 0)
      out <= out - 1;
        else out <= out;  
      end
  end  
endmodule
`timescale 1ns/10ps
typedef enum logic [2:0]{OFF,                    
              RED,                       
              YELLOW,            
              GREEN,             
              PRE_GREEN}         
                lights_t;
module trafficlight (
  output lights_t ns_light,  
  output lights_t ew_light,  
  input ew_sensor,                       
  input emgcy_sensor,            
  input reset_n,                         
  input clk);                            
  parameter FAIL = 1'b0;
        logic [1:0] ns_green_timer;
        logic [1:0] ew_green_timer;
        logic ns_reset;
        logic ew_reset;
  P1P6_counter #(.n(2)) ns_counter(.CLK(clk), .RESET(ns_reset), .out(ns_green_timer[1:0]));  
  P1P6_counter #(.n(2)) ew_counter(.CLK(clk), .RESET(ew_reset), .out(ew_green_timer[1:0]));  
        lights_t ns_next;  
        lights_t ew_next;  
  always_ff @(posedge clk or negedge reset_n) begin  
    if (~reset_n) begin 
        ns_light <= GREEN;
    	ew_light <= RED;
	ns_reset <= 1;
	ew_reset <= 1;
    		end
	else if (emgcy_sensor)
	begin
        ns_reset <= 1;
	ew_reset <= 1;
	ns_light <= ns_next;
	ew_light <= ew_next;
	end
        else if ((ns_next == YELLOW)||(ns_next == PRE_GREEN))  
	begin
        ns_reset <= 1;
	ns_light <= ns_next;
	ew_light <= ew_next;
		if ((ew_next == YELLOW)||(ew_next == PRE_GREEN))
		ew_reset <= 1;
		else 
		ew_reset <= 0;
	end
	else begin
        ns_light <= ns_next;
        ew_light <= ew_next;
        ns_reset <= 0;
        ew_reset <= 0;
    		end  
  end  
  always_comb begin  
   unique case(ns_light)
        GREEN: if((emgcy_sensor)||(ew_sensor&&(ns_green_timer == 3))) ns_next = YELLOW;
                else ns_next = GREEN;
        YELLOW: ns_next = RED;
        PRE_GREEN: if(emgcy_sensor) ns_next = YELLOW;  
                        else ns_next = GREEN;  
        RED: if(ns_green_timer == 3) ns_next = PRE_GREEN;
                else ns_next = RED;
      default: ns_next = OFF;
    endcase
  end 
        always_comb begin  
                unique case(ew_light)
        GREEN: if((emgcy_sensor)||(ew_green_timer == 3)) ew_next = YELLOW;
                else ew_next = GREEN;
        YELLOW: ew_next = RED;
        PRE_GREEN:if(emgcy_sensor) ew_next = YELLOW;
                        else ew_next = GREEN;  
        RED: if ((~emgcy_sensor)&&ew_sensor&&(ns_green_timer == 2'h3)) ew_next = PRE_GREEN;
                else ew_next = RED;
        default: ew_next = OFF;
        endcase
        end  
endmodule
==> flow/run.sh <==
#!/bin/bash
# OpenROAD 26Q1-2900-gdf79404cd8, Yosys 0.63+post, stock flow scripts
make -C /OpenROAD-flow-scripts/flow DESIGN_CONFIG=/design/flow/config.mk WORK_HOME=/design/flow/orfs finish
==> flow/config.mk <==
export PLATFORM = sky130hd
export DESIGN_NAME = trafficlight
export DESIGN_NICKNAME = trafficlight
export VERILOG_FILES = /design/flow/design.v
export SDC_FILE = /design/flow/constraint.sdc
export NUM_CORES = 4
export LEC_CHECK = 1
export CORE_AREA = 10 10 82 82
export DIE_AREA = 0 0 92 92
==> flow/constraint.sdc <==
current_design trafficlight

set clk_period 2.2
set clk_io_pct 0.2

create_clock -name clk0 -period $clk_period [get_ports {clk}]

set non_clock_inputs [all_inputs -no_clocks]
set_input_delay [expr $clk_period * $clk_io_pct] -clock clk0 $non_clock_inputs
set_output_delay [expr $clk_period * $clk_io_pct] -clock clk0 [all_outputs]
==> Slide: Implementation Results <==
Physical Implementation Snapshot

STA
  – Final setup viols: 0
  – Tmin final: 1.75 ns
  – Fmax: between 0.5 and 0.6 GHz
  – Clock Skew: roughly 0.0045 ns
  – Final period util: between 70% and 80%
  – Total negative slack: 0 ns
  – Final slew viol count: 0
  – Worst relative slew slack: 74.2%
  – Final hold vios: 0
  – RSZ-0062 raised after global routing: false
  – Worst-Margin Slew: between 0.3 and 0.4 ns

Worst setup path
  – Top cell family by delay on the critical path: flip-flops
  – Crit-path slowest cell: dfstp_2
  – CP Capture Type: output port
  – Crit-path cells: clkdlybuf4s50_1
  – CP bufs+invs: 1
  – FF-to-FF setup slack: about 0.86 ns
  – Worst path depth: 1
  – Crit path DAT: about 1.3 ns
  – Critical path class: reg2out
  – Critical path's largest stage delay: around 0.59 ns
  – Critical Path Source Type: flop
  – Critical path fanouts, max: 9
  – Worst Reg-to-Reg Cells: 5
  – CP Launch Point: ns_light[1]
  – RR Startpoint: ew_counter.out[0]
  – Crit path required time: ~1.8 ns

Floorplanning
  – Placeable Area: between 5000 and 6000 µm²
  – Die Width: approximately 92 µm
  – Die Area: ~8500 µm²
  – Die span in y: 92 µm
  – Num rows: 26
  – IO Pins: 10
  – Starting Density: between 10% and 20%

Finish
  – Final cell count without fillers: ~140
  – Comb gate area: around 250 µm²
  – Fraction of layout cells with a size suffix above 1: 15.4%
  – Filler cells: approximately 600
  – Layout area overhead: 39.6%
  – Total area of sequential cells: approximately 290 µm²

Route
  – Post-Route WL: roughly 1100 µm
  – Vias per cell: just over 3
  – DR vias: 412
  – Detailed-route DRC error count: 0
  – Routed len/inst: slightly above 8 µm
  – Antenna viol nets, final: 0
  – First DRT Iteration DRCs: 6
  – Ant. Diodes: 0
  – Drt pass-1 iters: 4

Yosys
  – Yosys warns: 4
  – Yosys chip area: approximately 560 µm²
  – Yosys cell count: about 53
  – Seq/Total Area, Yosys: between 50% and 60%
  – Post-synth ARST share: 66.7%
  – Number of different library cells in the post-synthesis netlist: 27
  – Synthesized instance count: ~53
  – Ys flops: 12
  – Flip-flops with a built-in enable: 0
  – Post-synth top flop: dfstp_2
  – Syn Std Cell Area: ~560 µm²
  – Synth Area per Inst: between 10 and 15 µm²

Min path
  – Hold Path Class: reg2reg
  – Hold depth: 1
  – HP Start: ew_reset

GRT
  – GR Util All Layers: around 2.6%
  – Grt ovf: 0
  – Initial antenna violation count: 0
  – GR Util met2: 4.65%
  – Grt met1 use: about 3%
  – Vias in the first global route: around 370
  – Largest net degree at the start of global routing: 11
  – Gr busiest metal: met2
  – First-pass GRT wire length: around 1800 µm
  – Grt met3 use: less than 1%

Power
  – Sw frac: 27.5%
  – Worst vdd ir: 0.000383 V
  – Pint: approximately 0.56 mW
  – Leakage: 0.313 nW
  – Clock Power Share: a little under a third
  – Combinational share of power: a little over a quarter
  – P per Cell Area: around 1000 nW/µm²
  – Switching power: ~0.21 mW
  – Design Power: a little under 0.8 mW
  – Seq pwr share: a little over two fifths

CTS
  – Worst-Skew Late Latency: ~0.24 ns
  – Post-CTS Resized: 0
  – CTS root buf: clkbuf_8
  – TritonCTS Buffers: 3
  – Setup Buffers After CTS: 0
  – Hold buffers post-CTS: 0
  – Clock tree buffer depth: 2
  – CTS H-tree depth: 1
  – Clock Sinks: 12
  – Reg clk slew, reported paths: around 0.060 ns
  – CTS tree: done

Place
  – IO buf count: 9
  – DP Wirelength: about 890 µm
  – Final Wtd Congestion: 0.718
  – Inst Count DP: between 100 and 150

Job
  – Number of logged tool warnings: 25
  – Total of max-cap violations: 0

Run status
  – Outcome: finished, final reports clean
-- synth_stat cells (all sizes together) (2+ instances only) --
master,n,area [µm²]
o21ai,2,10.0
dfxtp,4,80.1
ha,2,25.0
a22o,2,17.5
xor2,2,17.5
nor3,2,10.0
and3b,2,17.5
or2b,2,16.3
dfrtp,3,75.1
dfstp,5,131
nor2,7,26.3
inv,2,7.51
a21oi,4,20.0
nand2b,3,18.8
-- layout make-up --
class | instances | share of cell area, %
Sequential cell | 12 | 36.7
Multi-Input combinational cell | 38 | 32.5
Timing Repair Buffer | 9 | 11.5
Tap cell | 70 | 11.2
Clock buffer | 4 | 7.05
Inverter | 2 | 0.962
-- final timing paths --
kind,end
min in group asynchronous,ew_light[2]
max in group asynchronous,ns_light[0]
min reg2reg,ew_counter.out[1]
min,ew_counter.out[1]
max,ns_light[1]
max reg2reg,ew_reset
-- worst reg2reg max path, delay by kind of cell, from the launching register on --
| family | cells | cell delay (ns) |
|---|---|---|
| AND-OR/OR-AND | 3 | 0.52 |
| adder cells (fa/ha/maj) | 1 | 0.24 |
| flip-flops | 1 | 0.34 |
| AND/OR/NAND/NOR | 1 | 0.18 |
-- stage by stage --
| stage | hold WS (ns) | utilization, % | area (µm²) | setup WS (ns) |
|---|---|---|---|---|
| after floorplan | 0.144 | - | 559 | 0.956 |
| after global placement | 0.463 | 14.3 | 726 | 0.368 |
| after detailed placement | 0.468 | 14.3 | 726 | 0.346 |
| after CTS | 0.482 | 15.4 | 781 | 0.431 |
| after global routing | 0.491 | 15.4 | 781 | 0.396 |
| final | 0.478 | 15.4 | 781 | 0.446 |
-- power by group through the flow --
stage | combinational, mW | clock, mW | sequential [mW]
6_report | 0.213 | 0.239 | 0.326
4_1_cts | 0.219 | 0.244 | 0.328
5_1_grt | 0.247 | 0.253 | 0.333
-- registers in the layout, indices dropped and copies added, names as in the netlist --
| signal | count |
|---|---|
| ew_counter.out | 2 |
| ew_light | 3 |
| ew_reset | 1 |
| ns_counter.out | 2 |
| ns_light | 3 |
| ns_reset | 1 |
-- cell usage in the layout, fill, tap and decap left out --
master / instances
a211oi_1: 1
a21o_1: 1
a21oi_1: 4
a22o_1: 2
a31o_1: 1
and3b_1: 2
clkbuf_8: 4
clkdlybuf4s50_1: 9
dfrtp_1: 3
dfstp_2: 5
dfxtp_1: 4
ha_1: 2
inv_1: 2
mux2i_1: 1
nand2b_1: 3
nand3b_1: 1
nor2_1: 7
nor2b_1: 1
nor3_1: 2
nor3b_1: 1
o21ai_0: 1
o21ai_1: 1
o21bai_1: 1
o22ai_1: 1
or2_1: 1
or2b_1: 1
or2b_2: 1
xor2_1: 2
-- kinds of logic (layout without fill, tap and decap cells) --
| family | Yosys count | after routing | synth area share (%) |
|---|---|---|---|
| AND/OR/NAND/NOR | 20 | 20 | 20.8 |
| buffers and inverters | 3 | 15 | 3.36 |
| AND-OR/OR-AND | 13 | 13 | 15.2 |
| adder cells (fa/ha/maj) | 2 | 2 | 4.47 |
| flip-flops | 12 | 12 | 51.2 |
| multiplexers | 1 | 1 | 1.79 |
| XOR/XNOR | 2 | 2 | 3.13 |
-- routing by layer --
layer,wire [µm],vias to the layer above
li1,-,211
met1,472,193
met2,568,4
met3,49,4
met4,24,0
met5,0,-
No activity file was given, so power comes from the tool's default toggle rates.
